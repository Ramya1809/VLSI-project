--- flow/config.mk ---
export PLATFORM = sky130hd
export DESIGN_NAME = mealy_101101
export DESIGN_NICKNAME = mealy_101101
export VERILOG_FILES = /design/flow/design.v
export SDC_FILE = /design/flow/constraint.sdc
export NUM_CORES = 4
export LEC_CHECK = 1
export CORE_AREA = 10 10 70 70
export DIE_AREA = 0 0 80 80
--- flow/constraint.sdc ---
current_design mealy_101101

set clk_period 1.0
set clk_io_pct 0.2

create_clock -name clk0 -period $clk_period [get_ports {clk}]

set non_clock_inputs [all_inputs -no_clocks]
set_input_delay [expr $clk_period * $clk_io_pct] -clock clk0 $non_clock_inputs
set_output_delay [expr $clk_period * $clk_io_pct] -clock clk0 [all_outputs]
--- flow/run.sh ---
#!/bin/bash
# OpenROAD 26Q1-2900-gdf79404cd8, Yosys 0.63+post, stock flow scripts
make -C /OpenROAD-flow-scripts/flow DESIGN_CONFIG=/design/flow/config.mk WORK_HOME=/design/flow/orfs finish
--- flow/design.v ---
`timescale 1ns / 1ps
module mealy_101101(ip,clk,rst,det);
input ip,clk,rst;
output reg det;
parameter s0=3'b000, s1=3'b001, s2=3'b010, s3=3'b011, s4=3'b100, s5=3'b101, s6=3'b110;
reg [2:0] pr_s,nx_s;
always @(posedge clk)
if (rst) pr_s<=s0;
else pr_s<=nx_s;
always @(ip,pr_s)
case (pr_s)
s0 : if(ip)
     begin nx_s=s1; det=0;end
     else
     begin nx_s=s0;det=0;end
s1 : if(ip)
     begin nx_s=s1; det=0;end
     else
     begin nx_s=s2;det=0;end
s2 : if(ip)
     begin nx_s=s3; det=0;end
     else
     begin nx_s=s0;det=0;end
s3 : if(ip)
     begin nx_s=s4; det=0;end
     else
     begin nx_s=s2;det=0;end
s4 : if(ip)
     begin nx_s=s1; det=0;end
     else
     begin nx_s=s5;det=0;end
s5 : if(ip)
     begin nx_s=s6; det=1;end
     else
     begin nx_s=s0;det=0;end
s6 : if(ip)
     begin nx_s=s4; det=0;end
     else
     begin nx_s=s2;det=0;end
default : begin nx_s=s0; det=0;end
endcase
endmodule
==> metrics.yaml <==
setup_path:
  end_kind: "primary output"
  cp_num_buf_inv: 1
  max_stage_delay_ns: 0.31
  critPathKind: "flip-flop to primary output"
  cp_top_family: "flip-flops"
  crit_required_ns: 0.80
  worstPathMaxFanout: 2
  start_kind: "flip-flop"
  crit_chain: "and2_4 > buf_2"
  slowest_stage: "dfxtp_2"
  cp_data_arrival_time_ns: 0.79
final_timing:
  setup_viol: 0
  timing.hold.ws_ns: 0.360
  fin_worst_skew_ns: 0.00411
  setup_ws_ns: 0.0138
  period_used_pct: 98.6
  fmax_mhz: 1010
  tns_ns: 0
  finalHoldViolCount: 0
  finalCriticalPeriod_ns: 0.986
  drv_slew: 0
  slew_headroom_pct: 85.3
  tightest_slew_ns: 0.219
  rsz0062_at_grt: "yes"
grt:
  grt_first_pass_wirelength_um: 710
  grt_max_degree: 6
  antenna_found_initial: 0
  track_usage_pct: 1.42
  grt_pass1_vias: 171
  grt.overflow.total: 0
power:
  powerDensity_nw_per_um2: 1640
  p_leak_nw: 0.130
  vdd_drop_max_mv: 0.838
route:
  post_drt_wl_per_cell_um: 5.45
  antenna_cells: 0
  ant_nets: 0
  totalWireLength_um: 403
  vias: 150
  drt_iter0_drc: 1
  firstDrtPassIters: 3
  drcViolationCount: 0
  viasPerCell: 2.03
final_layout:
  post-route-cell-area_um2: 350
  comb_area_um2: 78.8
  regMostFlops: "pr_s"
  top_regs: "pr_s x7"
  largest_reg_flops: 7
  fin_util_pct: 10.3
  final-seq-area_um2: 141
  final_layout_size_suffix_gt1_share_pct: 35.7
  area_growth_pct: 61.8
  fillers: 407
place:
  dpl-instance-area_um2: 327
  place_ws_ns: -0.477
  port_buffers: 3
  hpwl_um: 319
  gp_congestion: 0.747
yosys:
  yosysUniqueCellTypes: 9
  syn-mean-instance-area_um2: 12.0
  ys_seq_share_pct: 64.7
  ys_cells: 18
  ys_ff: 7
  yosys_warnings: 1
  ys_chip_area_um2: 216
  synthCells: 18
  syn_area_um2: 216
clock_tree:
  clk_path_buf_depth: 2
  cts_hold_buf: 0
  insertion_delay_ns: 0.25
  tritoncts: "done"
  cts.clk_slew.worst_paths_ns: 0.05
  clkSinkCount: 7
  cts_made_buffers: 3
  htree_levels: 1
  clock-root-buffer: "clkbuf_4"
die:
  fp.dieH_um: 80
  row_count: 21
  die_area_um2: 6400
  fp_util_pct: 6.34
  core_um2: 3420
  fp.dieW_um: 80
  ioPinCount: 4
flow_run:
  tool_warnings: 27
  maxCapViolCount: 0
run_status:
  run_status: "finished clean"
hold_path:
  min_path_type: "input pin to flip-flop"
==> logic make-up (layout without fill, tap and decap cells) <==
logic type / count (synthesis) / after routing / synth area share (%)
AOI/OAI and AO/OA: 2 / 2 / 7.52
buffers and inverters: 0 / 10 / 0
DFF: 7 / 7 / 64.7
and+or+nand+nor: 9 / 9 / 27.7
==> worst reg2reg max path, stage by stage (launching register included) <==
cell	delay, ns
dfxtp_2	0.31
buf_4	0.12
nor4_1	0.24
nor2_1	0.06
==> worst paths after layout <==
kind | start | to | slack [ns] | cells past startpoint
setup / recovery | pr_s[5]$_DFF_P_ | det | 0.01 | 2
hold / removal | ip | pr_s[5]$_DFF_P_ | 0.36 | 3
setup reg to reg | pr_s[5]$_DFF_P_ | pr_s[0]$_DFF_P_ | 0.14 | 3
hold reg to reg | pr_s[6]$_DFF_P_ | pr_s[1]$_DFF_P_ | 0.45 | 1
==> cells in the mapped netlist <==
| master | instances | area share (%) |
|---|---|---|
| o21a_1 | 1 | 3.5 |
| nor3_1 | 2 | 4.6 |
| dfxtp_1 | 7 | 65 |
| nor3b_1 | 1 | 3.5 |
| o31a_1 | 1 | 4.0 |
| and2_1 | 3 | 8.7 |
| nor2_1 | 1 | 1.7 |
| nor4_1 | 1 | 2.9 |
| nor2b_4 | 1 | 6.4 |
==> report_power, final <==
| part | internal [W] | leakage, nW | switching, W |
|---|---|---|---|
| logic | 0.0000187 | 0.0570 | 0.0000120 |
| registers | 0.000287 | 0.0575 | 0.00000446 |
| clock network | 0.000152 | 0.0150 | 0.000100 |
==> area by class of cell <==
type | instances | area share [%]
sequential | 7 | 40.4
timing repair buffer | 6 | 13.2
tap | 46 | 16.4
clock buffer | 4 | 7.50
multi-input combinational | 11 | 22.5
==> stage by stage <==
step           power (W)  cells
2_1_floorplan   0.000308     18
3_3_place_gp    0.000328     70
3_5_place_dp    0.000329     70
4_1_cts         0.000585     74
5_1_grt         0.000615     74
6_report        0.000575     74
==> layer usage <==
metal | share of wire, % | routed length (µm) | GRT usage (%) | up-vias
met3 | 18 | 73 | 1.70 | 0
met5 | 0 | 0 | 0 | -
met1 | 45 | 182 | 1.54 | 62
met4 | 0 | 0 | 0 | 0
met2 | 36 | 147 | 1.85 | 6
li1 | - | - | - | 82
==> what timing repair did <==
action,4_1_cts,5_1_grt
pin swaps,1,0
buffers inserted,0,0
resized,6,0
endpoints found under the setup margin,1,1
gates cloned,0,0
==> cells in the final DEF, fill, tap and decap left out, types with 2 or more instances in the layout <==
cell type,instances
clkbuf_4,3
and2_1,2
dfxtp_1,6
buf_4,3
nor3_1,2
No activity file was given, so power comes from the tool's default toggle rates.

==> design.v <==
module clock_divider (
    input clk_in,         
    input rst_n,          
    output reg clk_out    
);
    parameter DIVISOR = 25_000_000;
    reg [24:0] count;    
    always @(posedge clk_in or negedge rst_n) begin
        if (!rst_n) begin
            count   <= 25'd0;
            clk_out <= 1'b0;
        end
        else begin
            if (count == DIVISOR-1) begin
                count   <= 25'd0;
                clk_out <= ~clk_out;    
            end
            else
                count <= count + 1;
        end
    end
endmodule
==> run.sh <==
#!/bin/bash
# OpenROAD 26Q1-2900-gdf79404cd8, Yosys 0.63+post, stock flow scripts
make -C /OpenROAD-flow-scripts/flow DESIGN_CONFIG=/design/flow/config.mk WORK_HOME=/design/flow/orfs finish
==> config.mk <==
export PLATFORM = sky130hd
export DESIGN_NAME = clock_divider
export DESIGN_NICKNAME = clock_divider
export VERILOG_FILES = /design/flow/design.v
export SDC_FILE = /design/flow/constraint.sdc
export NUM_CORES = 4
export LEC_CHECK = 1
export CORE_AREA = 10 10 114 114
export DIE_AREA = 0 0 124 124
==> constraint.sdc <==
current_design clock_divider

set clk_period 4.5
set clk_io_pct 0.2

create_clock -name clk0 -period $clk_period [get_ports {clk_in}]

set non_clock_inputs [all_inputs -no_clocks]
set_input_delay [expr $clk_period * $clk_io_pct] -clock clk0 $non_clock_inputs
set_output_delay [expr $clk_period * $clk_io_pct] -clock clk0 [all_outputs]
==> reports/metrics.cfg <==
[routing]
routed_via_density = 3.52
drt.antenna.violating_nets = 0
drtPass1Iterations = 4
wl_per_cell_um = 8.95
routed-via-count = 934
antenna_cells = 0
drc = 0
drt_first_iter_violations = 88
drt_wl_total_mm = 2.37

[logic_synthesis]
syn_area_um2 = 1330
synth_flops = 26
ys_seq_share_pct = 49.0
synthDistinctLibCells = 32
async_flop_share_pct = 100
largest_area_cell = dfrtp_1
ys_chip_area_um2 = 1330
synthDominantCellAreaShare_pct = 49.0
top_cells_by_area = dfrtp_1 (49%), xnor2_1 (4.0%), xor2_1 (4.0%)
edf_count = 0
synth-main-ff-cell = dfrtp_1
ys_cells = 127
syn_avg_cell_area_um2 = 10.5
yosysWarnings = 1
syn_inst = 127

[clock_network]
cts_resized = 0
clkTransAtPathRegs_ns = 0.09
cts_buffer_depth = 2
clockRootBuffer = clkbuf_8
clock.latency.late_pin_ns = 0.27
cts_tree = yes
h-tree-depth = 1
numCtsBuffers = 3
clock-sinks = 26
ctsHoldBuffers = 0
cts_setup_buffers = 0

[placed_design]
post-dp-hpwl_mm = 1.64
pre_cts_ws_ns = 2.47
gp_congestion = 0.826
port_buffers = 2
place_area_um2 = 1490

[final_timing]
post-route-worst-setup-slack_ns = 2.47
hold_viol_final = 0
final-setup-viol-count = 0
max_freq_mhz = 493
grt_setup_unrepaired = false
skew_ns = 0.00295
min_period_ns = 2.03
relSlewSlack_pct = 49.5
holdWs_ns = 0.475
worst_pin_slew_ns = 0.751
setup_tns_ns = 0
post-route-period-util_pct = 45.1
slew_viol_final = 0

[die]
rows = 37
fp.coreArea_um2 = 10400
fp.dieW_um = 124
fp_util_pct = 12.8
io_pins = 3
die_h_um = 124
die_area_um2 = 15400

[min_path]
hp-class = reg -> reg

[layout]
lay_top_cells = dfrtp_1 (26), nand3_1 (10), a21oi_1 (9), nand2_1 (7)
final.fill_count = 1165
lay_top_count = dfrtp_1
area_growth_pct = 17.6
post-route-cell-area_um2 = 1560
drive_above_1_share_pct = 9.30

[power_and_ir_drop]
pwr-share-comb_pct = 1.4
pwr-share-seq_pct = 54.3
pwr-share-clk_pct = 44.3
total_leakage_power_uw = 0.000636
p_sw_share_pct = 17.7
p_per_area_nw_per_um2 = 275
p_total_uw = 430
peakVddDrop_uv = 169
p_sw_uw = 76.1
p_int_uw = 354

[setup_path]
critPathRequiredTime_ns = 4.62
critical_path_arrival_ns = 2.15
path_max_fanout = 14
r2r_cells = 5
critPathCaptureType = register
r2r_end = clk_out
r2r-start = count[0]
cp-start-kind = register
endpoint = clk_out
worstSetupStartpoint = count[0]
path_class = reg -> reg
r2r_slack_ns = 2.47

[global_route]
antenna_found_initial = 0
grt_pass1_vias = 910
grt_overflow_total = 0
grt_max_degree = 27
track_usage_pct = 3.29
grt_pass1_wl_mm = 4.28

[job]
maxCapViolCount = 0
warning_count = 25

[status]
run_status = finished clean

state kept, by name, indices dropped and copies added (netlist names):
name and flops:
clk_out 1, count 25
kinds of logic (layout without fill, tap and decap cells):
kind of cell,count (synthesis),in the layout,synth area share [%]
buf+inv,9,11,3.77
fa+ha+maj,1,1,0.941
xor+xnor,12,12,7.91
compound gates,21,21,9.13
mux,1,1,0.753
flops,26,26,49.0
simple gates,57,57,28.5
power by group through the flow:
stage / logic [uW] / clock network [uW] / registers (uW)
final: 5.83 / 191 / 233
after global routing: 7.03 / 205 / 233
after CTS: 6.46 / 194 / 233
per-stage QoR:
step                      cells  utilization, %
after floorplan             127               -
after global placement      261            14.3
after detailed placement    261            14.3
after CTS                   265            15.0
after global routing        265            15.0
final                       265            15.0
critical path, cell delays in order (launching register included):
cell     delay [ns]
dfrtp_1        0.40
ha_1           0.18
and3_1         0.27
nand2_1        0.21
nor4_4         0.68
xor2_1         0.13
area by class of cell:
cell class	count	area [um2]	area share, %
sequential	26	651	41.6
timing repair buffer	3	27.5	1.76
clock inverter	1	30.0	1.92
clock buffer	3	41.3	2.64
tap	136	170	10.9
multi-input combinational	92	628	40.2
inverter	4	15.0	0.961
routing by layer:
| layer | up-vias | wire length, um | track usage [%] | part of all wire, % |
|---|---|---|---|---|
| met1 | 445 | 1230 | 5.07 | 52 |
| li1 | 473 | - | - | - |
| met4 | 0 | 20 | 0.288 | 0.84 |
| met2 | 14 | 1030 | 4.70 | 44 |
| met3 | 2 | 86 | 0.826 | 3.6 |
| met5 | - | 0 | 0 | 0 |
synth_stat cells (2+ instances only):
| cell | n |
|---|---|
| and4_1 | 3 |
| a21oi_1 | 9 |
| nand2_1 | 7 |
| and3_1 | 3 |
| nor3_1 | 3 |
| xor2_1 | 6 |
| or3_1 | 5 |
| inv_1 | 4 |
| xnor2_1 | 6 |
| dfrtp_1 | 26 |
| or4_1 | 4 |
| o21ai_0 | 6 |
| nor2_1 | 5 |
| nand2b_1 | 2 |
| nand4_1 | 4 |
| buf_4 | 4 |
| o31ai_1 | 5 |
| nand3_1 | 10 |
| nand4_2 | 2 |
worst min-delay path by stage:
stage,from,depth (start not counted),endpoint
final,clk_out,1,clk_out
after global routing,clk_out,1,clk_out
after CTS,clk_out,1,clk_out
Power figures rest on the tool's default switching activity, not on a simulated workload.

==> design/flow/design.v <==
module char_to_7seg (
    input  [7:0] char,      
    output reg [6:0] seg    
);
    always @(*) begin
        case (char)
            "A": seg = 7'b0001000;
            "B": seg = 7'b0000011;  
            "C": seg = 7'b1000110;
            "D": seg = 7'b0100001;  
            "E": seg = 7'b0000110;
            "F": seg = 7'b0001110;
            "G": seg = 7'b0010000;
            "H": seg = 7'b0001001;
            "I": seg = 7'b1111001;
            "J": seg = 7'b1100001;
				"K": seg = 7'b0001010;
            "L": seg = 7'b1000111;
				"M": seg = 7'b1001000;
            "N": seg = 7'b0101011;
            "O": seg = 7'b1000000;
            "P": seg = 7'b0001100;
				"Q": seg = 7'b0011000;
            "R": seg = 7'b0101111;
            "S": seg = 7'b0010010;
            "T": seg = 7'b0000111;
            "U": seg = 7'b1000001;
				"V": seg = 7'b1100011;
				"W": seg = 7'b0011101;
				"X": seg = 7'b0011011;
            "Y": seg = 7'b0010001;
				"Z": seg = 7'b0100100;
            "-": seg = 7'b1111110;
            "0": seg = 7'b1000000;
            "1": seg = 7'b1111001;
            "2": seg = 7'b0100100;
            "3": seg = 7'b0110000;
            "4": seg = 7'b0011001;
            "5": seg = 7'b0010010;
            "6": seg = 7'b0000010;
            "7": seg = 7'b1111000;
            "8": seg = 7'b0000000;
            "9": seg = 7'b0010000;
            default: seg = 7'b1111111;  
        endcase
    end
endmodule
module gesture_display (
    input  [3:0] gesture_code,
    output [6:0] HEX0, HEX1, HEX2, HEX3, HEX4, HEX5
);
    wire [47:0] chars;
    gesture_to_word u1(.gesture_code(gesture_code), .chars(chars));
    char_to_7seg d0(.char(chars[7:0]),    .seg(HEX0));
    char_to_7seg d1(.char(chars[15:8]),   .seg(HEX1));
    char_to_7seg d2(.char(chars[23:16]),  .seg(HEX2));
    char_to_7seg d3(.char(chars[31:24]),  .seg(HEX3));
    char_to_7seg d4(.char(chars[39:32]),  .seg(HEX4));
    char_to_7seg d5(.char(chars[47:40]),  .seg(HEX5));
endmodule
module gesture_to_word (
    input  [3:0] gesture_code,        
    output reg [47:0] chars           
);
    always @(*) begin
        case (gesture_code)
		      4'd0:  chars = {"      "};
            4'd1:  chars = {"   YES"};   
            4'd2:  chars = {"    NO"};   
            4'd3:  chars = {"  HELP"};   
            4'd4:  chars = {" WATER"};
            4'd5:  chars = {"  FOOD"};
            4'd6:  chars = {"  PAIN"};
            4'd7:  chars = {"  STOP"};
            4'd8:  chars = {"    GO"};
            4'd9:  chars = {"  HOME"};
            4'd10: chars = {"HUNGRY"};
            4'd11: chars = {"THIRST"};
            4'd12: chars = {"  CALL"};
            4'd13: chars = {" EMERG"};
            4'd14: chars = {"    OK"};
            4'd15: chars = {"THANKS"};
            default: chars = {"      "};  
        endcase
    end
endmodule
==> design/flow/run.sh <==
#!/bin/bash
# OpenROAD 26Q1-2900-gdf79404cd8, Yosys 0.63+post, stock flow scripts
make -C /OpenROAD-flow-scripts/flow DESIGN_CONFIG=/design/flow/config.mk WORK_HOME=/design/flow/orfs finish
==> design/flow/config.mk <==
export PLATFORM = sky130hd
export DESIGN_NAME = gesture_display
export DESIGN_NICKNAME = gesture_display
export VERILOG_FILES = /design/flow/design.v
export SDC_FILE = /design/flow/constraint.sdc
export NUM_CORES = 4
export LEC_CHECK = 1
export CORE_AREA = 10 10 84 84
export DIE_AREA = 0 0 94 94
export SYNTH_MEMORY_MAX_BITS = 65536
==> design/flow/constraint.sdc <==
current_design gesture_display

set clk_period 2.5
set clk_io_pct 0.2

create_clock -name clk0 -period $clk_period

set non_clock_inputs [all_inputs -no_clocks]
set_input_delay [expr $clk_period * $clk_io_pct] -clock clk0 $non_clock_inputs
set_output_delay [expr $clk_period * $clk_io_pct] -clock clk0 [all_outputs]
==> summary.txt <==
Flow results are below.

- The run stopped with a tool error.
- The stage where the flow stopped is 3_5_place_dp, for reference.
- The tool reported: "[ERROR DPL-0036] Detailed placement failed".
- The x dimension of the die is around 94 um, for reference.
- The effective utilization at floorplan is 61.6%, for reference.
- The post-synthesis cell count from yosys is roughly 490, for reference.
- The final RePlAce weighted congestion is 1.10, for reference.
- The number of placement rows is 26, for reference.
- The synthesis log from Yosys contains 2 warnings.
- The vertical die dimension is ~94 um, for reference.
- The area of the mapped netlist is 3210 sq um, for reference.
- For this run, the register share of the synthesized area comes to 0%.
- The synthesized area per cell is about 6.5 sq um, for reference.
- The stat command in Yosys gives a chip area of about 3200 sq um.
- Per the post-synthesis report, the number of cells in the design is roughly 490.
- The buffer_ports step reported a buffer count of approximately 45.
- The number of library cell types mapped by synthesis is approximately 74, for reference.
- The total I/O pin count is between 40 and 50, for reference.
==> per-stage QoR <==
stage / setup WS, ns / hold WS [ns] / instance area, sq um / instances
after floorplan: -0.464 / 1.33 / 3490 / 490
after global placement: -1.39 / 1.99 / 5040 / 734
==> logic make-up after synthesis <==
kind of cell               share of synthesized area [%]
muxes                                               12.4
buffers and inverters                               10.3
xor gates and xnor gates                           0.546
AOI/OAI and AO/OA                                   38.7
and+or+nand+nor                                     25.1
other                                              0.117
adders and majority gates                           12.9
==> cell usage after synthesis (all sizes together) (3+ instances only) <==
library cell	instances	share of area, %
a2111oi	3	0.82
a211o	3	0.82
a211oi	4	0.94
a21boi	3	0.70
a21o	5	1.2
a21oi	45	7.3
a221oi	6	1.8
a22oi	3	0.70
a2bb2oi	3	1.0
a31oi	10	2.0
a32oi	4	1.1
and2	4	0.78
buf	23	5.1
clkbuf	15	1.8
ha	33	13
inv	27	3.2
mux2	5	1.8
mux2i	13	4.2
mux4	9	6.4
nand2	59	6.9
nand2b	11	2.1
nand3	15	2.3
nor2	48	5.6
nor2b	6	1.2
nor3	14	2.2
o2111ai	3	0.82
o211ai	8	1.9
o21a	3	0.70
o21ai	45	7.0
o221ai	6	1.6
o22ai	9	2.0
o311ai	4	1.1
o31ai	3	0.70
or2	4	0.78
